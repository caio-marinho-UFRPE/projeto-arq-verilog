--- flow/run.sh ---
#!/bin/bash
# OpenROAD 26Q1-2900-gdf79404cd8, Yosys 0.63+post, stock flow scripts
make -C /OpenROAD-flow-scripts/flow DESIGN_CONFIG=/design/flow/config.mk WORK_HOME=/design/flow/orfs finish
--- flow/config.mk ---
export PLATFORM = sky130hd
export DESIGN_NAME = mux4
export DESIGN_NICKNAME = mux4
export VERILOG_FILES = /design/flow/design.v
export SDC_FILE = /design/flow/constraint.sdc
export NUM_CORES = 4
export LEC_CHECK = 1
export CORE_AREA = 10 10 76 76
export DIE_AREA = 0 0 86 86
export SYNTH_HDL_FRONTEND = slang
--- flow/constraint.sdc ---
current_design mux4

set clk_period 1.0
set clk_io_pct 0.2

create_clock -name clk0 -period $clk_period

set non_clock_inputs [all_inputs -no_clocks]
set_input_delay [expr $clk_period * $clk_io_pct] -clock clk0 $non_clock_inputs
set_output_delay [expr $clk_period * $clk_io_pct] -clock clk0 [all_outputs]
--- flow/design.v ---
module mux4 #(parameter WIDTH = 32) (  
    input [WIDTH-1:0] d0,  
    input [WIDTH-1:0] d1,  
    input [WIDTH-1:0] d2,  
    input [WIDTH-1:0] d3,  
    input [1:0] s,         
    output reg [WIDTH-1:0] y  
);
    always @(*) begin
        case(s)
            2'b00: y = d0;  
            2'b01: y = d1;  
            2'b10: y = d2;  
            2'b11: y = d3;  
            default: y = d0;  
        endcase
    end
endmodule
==> run summary <==
This note records the results obtained with Yosys and OpenROAD.

Floorplan
The chip area is 7400 um^2. 162 I/O pins were placed. According to the floorplan report, the die width is 86 um.

The vertical extent of the die is 86 um. The area of the core is 4120 um^2. The floorplan has 23 rows. Before placement the cells fill 19.8% of the core.

Setup path
STA classifies the critical path startpoint as an input pin. The maximum net fanout on the critical path is 5. The class of the most critical setup path is in -> out.

The critical path data required time is 800 ps. STA classifies the critical path endpoint as a primary output. According to the timing report, the arrival time at the worst endpoint equals 1170 ps.

Route
Once detail routing completed, the nets flagged for antenna violations numbered 0. The script logs the ratio of routed vias to standard cells as 4.77. The routed wire length is 6.10 mm.

For this run, the detailed router's first-pass iteration total came to 4. Per the log, the first TritonRoute iteration ended with a DRC count of 26. The script logs the mean routed wire length per placed instance as 23.4 um. After detailed routing, the number of remaining DRC violations is 0. The total number of vias is 1,245.

STA
From the final report, the count of setup violators was given as 32. In the post-route analysis, the smallest setup slack over all paths is -371 ps. The final tally of hold violations is 0. The time the final worst path needs with I/O delays and setup is 1370 ps. The final max-slew violation count is 0.

Setup repair after global routing could not meet its margin everywhere. The fraction of the cycle the final worst path needs is 137%. The slew at the pin with the worst max-slew slack is 106 ps. The normalized max-slew margin is 93.0%. The worst hold margin is 777 ps. Derived from the worst setup path, the maximum achievable clock frequency is 730 MHz.

Logic synthesis
The cell count in the Yosys report is 39. After synthesis, the netlist uses 5 different library cells. The synthesis report lists the Yosys warning total as 0.

The register share after synthesis is 0%. The average cell area after synthesis is 20.9 um^2. The synthesized netlist occupies a cell area of 815 um^2. According to the Yosys statistics, the synthesized design has a chip area of 815 um^2. The synthesized instance count is 39.

Power
The power per unit of standard cell area is 366 nW/um^2. The static leakage is 1.17 nW. The worst VDD IR drop from the latest analysis is 0.000163 V.

Global routing
The total grt overflow is 0. The first global-routing pass estimated 8.91 mm of wire. The total track usage is 16.0%. The number of antenna violations at the first check in global routing is 2. The largest net degree at the start of global routing is 17.

The number of global-route vias before repair is 1,476.

Placement
The placement-stage cell area is 2470 um^2. The count of buffers from port buffering is 162. After its last routability iteration, the placer logged a weighted congestion of 0.885. STA on the placed design reports a worst setup slack of -909 ps. The wire-length estimate of the detail-placed layout is 5.30 mm.

Final layout
The post-route netlist has 38.8% of its cells at a drive strength greater than 1. The signed area change from the synthesized netlist to the final layout is 190%. In the final layout, flip-flops and latches occupy 0 um^2. The final report gives the standard cell area, fillers excluded, as 2370 um^2. The number of inserted filler cells in the final layout is 414. The number of clock buffer instances in the layout is 0. The sequential cell count is 0.

Worst hold path
The tightest min-delay check is of the in -> out type.

Flow run
OpenROAD emitted warnings numbering 36. The number of maximum-capacitance violations is 0.

Clock network
Buffers inserted to repair hold after CTS numbered 0.

Run status
The final reports fail on negative setup slack. The flow ran to the end, but the final reports show violations.
## final timing paths
check	start	endpoint	slack (ps)	depth (start not counted)
min	d0[30]	y[30]	780	3
max	s[0]	y[6]	-370	5
## power breakdown
part	switching [mW]	total [mW]	internal, mW	leakage [nW]
combinational	0.221	0.867	0.646	1.17
sequential	0	0	0	0
clock	0	0.000000267	0.000000267	0.0000127
total	0.221	0.867	0.646	1.17
## cells by family after synthesis
logic type	Yosys count	synth area share, %
buffers and inverters	7	10.6
multiplexers	32	89.4
## cell usage in the layout (no fill, tap or decap), drive strengths merged
cell,netlist,final
diode,0,2
dlygate4sd2,0,126
buf,7,48
bufbuf,0,1
mux4,32,32
dlymetal6s2s,0,2
## through the flow
step | total power [mW] | util [%] | cells | setup TNS [ps]
after floorplan | 0.287 | - | 39 | -2750
after global placement | 1.08 | 60.0 | 247 | -28300
after detailed placement | 1.08 | 60.0 | 247 | -28420
after CTS | 0.878 | 56.9 | 258 | -9770
after global routing | 0.936 | 57.5 | 261 | -10660
final | 0.867 | 57.5 | 261 | -9640
## timing repair
item | 4_1_cts | 5_1_grt
cloned | 4 | 0
gates resized | 243 | 4
pin swaps | 0 | 0
setup buffers | 7 | 1
setup endpoints to repair | 32 | 32
## Yosys cell counts
cell type  instances  share of area (%)
mux4_2            30                 83
buf_12             3                7.4
buf_2              3                1.8
mux4_1             2                6.5
buf_6              1                1.4
## critical path, stage by stage
cell    delay [ps]
buf_12         110
buf_12         120
buf_8          110
mux4_2         490
buf_2          140
## cell type report
class,count,area (um^2),area share [%]
Timing Repair Buffer,177,1580,66.7
Multi-Input combinational cell,32,721,30.5
Tap cell,50,62.6,2.64
Antenna cell,2,5.00,0.212
## per-layer routing
metal	global-route usage, %	routed length, um
met1	16.8	1950
met2	28.7	3250
met4	0.599	14
met5	0	0
met3	9.06	885
No activity file was given, so power comes from the tool's default toggle rates.
