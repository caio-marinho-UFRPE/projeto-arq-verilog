**design.v**
```verilog
module PC (
    input clk,                 
    input reset,                 
    input [31:0] nextPC,         
    output reg [31:0] pcOUT      
);
    initial begin
        pcOUT = 32'h00000000;
    end
    always @(posedge clk) begin
        if (reset) begin
            pcOUT <= 32'h00000000;
        end else begin
            pcOUT <= nextPC;
        end
    end
endmodule
```
**run.sh**
```bash
#!/bin/bash
# OpenROAD 26Q1-2900-gdf79404cd8, Yosys 0.63+post, stock flow scripts
make -C /OpenROAD-flow-scripts/flow DESIGN_CONFIG=/design/flow/config.mk WORK_HOME=/design/flow/orfs finish
```
**config.mk**
```make
export PLATFORM = sky130hd
export DESIGN_NAME = PC
export DESIGN_NICKNAME = PC
export VERILOG_FILES = /design/flow/design.v
export SDC_FILE = /design/flow/constraint.sdc
export NUM_CORES = 4
export LEC_CHECK = 1
export CORE_AREA = 10 10 90 90
export DIE_AREA = 0 0 100 100
export SYNTH_HDL_FRONTEND = slang
```
**constraint.sdc**
```tcl
current_design PC

set clk_period 1.0
set clk_io_pct 0.2

create_clock -name clk0 -period $clk_period [get_ports {clk}]

set non_clock_inputs [all_inputs -no_clocks]
set_input_delay [expr $clk_period * $clk_io_pct] -clock clk0 $non_clock_inputs
set_output_delay [expr $clk_period * $clk_io_pct] -clock clk0 [all_outputs]
```
==> run_results.csv <==
group,metric,value,unit
worst_setup_path,cp_slowest_cell,"dfxtp_1",
final_timing,finalHoldViolations,0,
clock_network,post_cts_buffers,0,
finish,drive_gt1_share,16.7,%
final_timing,setup_violations,0,
finish,top_regs,"pcOUT: 32 flops",
placement,dp_hpwl,2.02,mm
detailed_routing,vias_per_cell,3.10,
final_timing,post-route-period-util,96.1,%
status,status,"complete, no violations",
logic_synthesis,netlist.top_cell.by_area,"dfxtp_1",
finish,final_common_cell,"clkdlybuf4s50_1",
clock_network,h-tree-depth,2,
final_timing,max_slew_margin,90.3,%
worst_setup_path,cp_max_fo,1,
power_and_ir_drop,p_per_area,1580,nW/µm²
final_timing,tightestPinTransition,0.145,ns
final_timing,slew_violations,0,
final_timing,rsz0062_at_grt,"no",
detailed_routing,drt-wirelength-per-cell,11.8,µm
finish,ff_latch_area,651,µm²
floorplan,core_area,6280,µm²
floorplan,die.size.x,100,µm
finish,largest_register_ffs,32,
logic_synthesis,synth_cell_types,3,
worst_setup_path,critPathLaunchType,"flop",
detailed_routing,wl_met1,983,µm
floorplan,dieArea,10000,µm²
power_and_ir_drop,peakVddDrop,577,µV
grt,antenna_found_initial,0,
detailed_routing,route.met3.wl,304,µm
detailed_routing,postRouteAntennaNets,0,
grt,grt_start_max_net_pins,33,
logic_synthesis,synth_warnings,0,
logic_synthesis,ys_top_cells_by_area,"dfxtp_1 (74%), nor2b_1 (23%), buf_4 (2.6%)",
detailed_routing,antenna_cells,0,
logic_synthesis,synth.top_cell.area_share,74.2,%
finish,logic_area,200,µm²
detailed_routing,detail_route.iter0.violations,2,
logic_synthesis,yosys_area,863,µm²
power_and_ir_drop,p_leak,0.669,nW
finish,design_area,1670,µm²
worst_setup_path,path_cells,"clkdlybuf4s15_1",
finish,final_cell_mix,"clkdlybuf4s50_1 (33), nor2b_1 (32), clkdlybuf4s15_1 (24), dfxtp_1 (24), dfxtp_2 (8)",
worst_setup_path,arrival,0.76,ns
logic_synthesis,syn_avg_cell_area,12.9,µm²
detailed_routing,via_count,666,
clock_network,clockRootBuffer,"clkbuf_8",
floorplan,io_pins,66,
finish,area_growth,93.2,%
job,drv_cap,0,
logic_synthesis,synth_area,863,µm²
clock_network,cts_buffers,5,
placement,dpl-instance-area,1610,µm²
detailed_routing,wl_met2,1.21,mm
final_timing,min_period,0.961,ns
detailed_routing,route.detailed.drc,0,
worst_setup_path,path_delay_family,"flip-flops",
floorplan,fp.dieH,100,µm
final_timing,setup_tns,0,ns
floorplan,initial_core_util,13.8,%
grt,grt_overflow,0,
detailed_routing,wirelength,2.53,mm
worst_setup_path,worst-endpoint-required,0.80,ns
logic_synthesis,ys_seq_elements,32,
logic_synthesis,ys_seq_share,74.2,%
clock_network,cts.clk_slew.worst_paths,0.06,ns
final_timing,fmax,1040,MHz
logic_synthesis,syn-instance-count,67,
floorplan,row_count,29,
clock_network,cts_buffer_depth,2,
worst_setup_path,end_kind,"primary output",
clock_network,clkSinkCount,32,
worst_setup_path,crit_buf_inv,1,
worst_setup_path,max_stage_delay,0.31,ns
final_timing,timing.hold.ws,0.465,ns
grt,grt_pass1_wl,3.92,mm
clock_network,tritoncts,"done",
detailed_routing,dr.pass1.iters,2,
placement,place_worst_setup_slack,-0.104,ns
hold_path,worst_hold_path_type,"input port to flop",
placement,place.port_buffers,65,
finish,max_flop_register,"pcOUT",
placement,gp_congestion,0.650,
final_timing,setup_ws,0.0394,ns
worst_setup_path,worstSetupPathType,"flop to primary output",
grt,track_usage,4.87,%
grt,grt_pass1_vias,729,
logic_synthesis,yosys-stat-cells,67,
finish,n_fill_cell,663,
job,warnings,25,
detailed_routing,top_layer_used,"met4",
==> synthesized netlist by cell type <==
| master | instances |
|---|---|
| dfxtp_1 | 32 |
| nor2b_1 | 32 |
| buf_4 | 3 |
==> routing by layer <==
layer	vias to the layer above	GRT usage [%]
met3	5	2.98
met2	36	7.77
li1	337	-
met1	288	5.49
met4	0	0.978
met5	-	0
==> final cells by class <==
type,count,area share (%)
clock buffer,8,5.40
multi-input combinational,32,12.0
sequential,32,39.0
tap,77,5.78
timing repair buffer,66,37.8
==> where the power goes <==
part           total [mW]  internal [mW]  switching (mW)  leakage, nW
logic               0.275          0.217          0.0575        0.354
registers            1.36           1.35          0.0156        0.269
clock network        1.00          0.561           0.439       0.0455
total                2.64           2.12           0.512        0.669
==> worst paths after layout <==
check | cells past startpoint | slack (ns) | startpoint | to
worst max-delay path | 1 | 0.04 | pcOUT[16]$_SDFF_PP0_ | pcOUT[16]
worst min-delay path | 2 | 0.46 | nextPC[17] | pcOUT[17]$_SDFF_PP0_
==> stage by stage <==
step / std cells / util, % / power, mW
6_report: 215 / 26.6 / 2.64
3_3_place_gp: 207 / 25.6 / 1.71
2_1_floorplan: 67 / - / 1.43
5_1_grt: 215 / 26.6 / 2.79
3_5_place_dp: 207 / 25.6 / 1.71
4_1_cts: 215 / 26.9 / 2.72
==> logic make-up (layout without fill, tap and decap cells) <==
| logic type | count (synthesis) | in the layout | synth area share [%] |
|---|---|---|---|
| buffers and inverters | 3 | 74 | 2.61 |
| flip-flops | 32 | 32 | 74.2 |
| AND/OR/NAND/NOR | 32 | 32 | 23.2 |
==> repair_timing <==
action	4_1_cts	5_1_grt
resized	73	10
setup endpoints to repair	32	8
hold buffers	0	0
Power figures rest on the tool's default switching activity, not on a simulated workload.
