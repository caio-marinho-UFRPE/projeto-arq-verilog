<file path="design.v">
module mux2 #(parameter WIDTH = 32) (  
    input [WIDTH-1:0] d0,  
    input [WIDTH-1:0] d1,  
    input s,               
    output [WIDTH-1:0] y   
);
    assign y = s ? d1 : d0;
endmodule
</file>
<file path="run.sh">
#!/bin/bash
# OpenROAD 26Q1-2900-gdf79404cd8, Yosys 0.63+post, stock flow scripts
make -C /OpenROAD-flow-scripts/flow DESIGN_CONFIG=/design/flow/config.mk WORK_HOME=/design/flow/orfs finish
</file>
<file path="config.mk">
export PLATFORM = sky130hd
export DESIGN_NAME = mux2
export DESIGN_NICKNAME = mux2
export VERILOG_FILES = /design/flow/design.v
export SDC_FILE = /design/flow/constraint.sdc
export NUM_CORES = 4
export LEC_CHECK = 1
export CORE_AREA = 10 10 70 70
export DIE_AREA = 0 0 80 80
export SYNTH_HDL_FRONTEND = slang
</file>
<file path="constraint.sdc">
current_design mux2

set clk_period 1.0
set clk_io_pct 0.2

create_clock -name clk0 -period $clk_period

set non_clock_inputs [all_inputs -no_clocks]
set_input_delay [expr $clk_period * $clk_io_pct] -clock clk0 $non_clock_inputs
set_output_delay [expr $clk_period * $clk_io_pct] -clock clk0 [all_outputs]
</file>
==> summary.txt <==
The synthesis and PnR run went through. STA classifies the critical path endpoint as a primary output. Entering global routing, the biggest net connects 10 pins. For this design the static power due to leakage is 0.8516 nW. Combinational group share of total power landed at 100.0%.

For this design, Yosys synthesis ends with a cell count of 36. Worst path required time landed at 0.80 ns. Setup violations remaining at the end of the flow were counted as 32.

In this design, the stage delay of the slowest critical-path cell is 0.30 ns. Overall via count from detail_route landed at 720. Minimum clock period after layout landed at 1.101 ns. Summed over all routing layers, the global router reports a total usage of 8.289%. The run finished, with violations left. Input and output buffers added on the ports amount to 97. Setup repair after global routing could not meet its margin everywhere. Number of antenna violations at the first check in global routing landed at 0. The synthesized design spends more area on one cell type than any other, namely sky130_fd_sc_hd__mux2_4. Total grt overflow landed at 0. Critical-path maximum fanout landed at 6. Once detailed placement completed, the half-perimeter wirelength came to 2.408 mm.

Worst hold slack across all endpoints landed at 0.7942 ns. For the final routed database, the setup TNS stands at -2.638 ns. Post-route clock period utilization landed at 110.1%.

The worst setup path is of the in -> out kind. Per the OpenROAD power report, switching power amounts to 0.1383 mW. Number of sequential cells in the layout landed at 0.

Die boundary height landed at 80 µm. Setup slack after placement landed at -0.4961 ns. By area the synthesized netlist is led by sky130_fd_sc_hd__mux2_4 83%, sky130_fd_sc_hd__buf_12 11%, sky130_fd_sc_hd__mux2_2 4.1%. Number of hold violations in the final report landed at 0.

The detailed router finished its first iteration with 3 violations. Traced cell by cell, the critical path runs through buf_16 -> clkbuf_16 -> mux2_4 -> buf_6. In this run, distinct cell masters in the synthesized netlist total 4. Counting tap cells, the placed design contains a total of 177 instances. Summing internal, switching and leakage power gives 0.6161 mW. Standard-cell row count landed at 21.

Summing all non-filler instances in the final layout gives an area of 1565 µm². Tally of non-filler cells in the final layout landed at 181. According to the Yosys statistics, the synthesized design has a chip area of 544.3 µm².

The first global-routing pass estimated 4.305 mm of wire. Average footprint of a synthesized cell landed at 15.12 µm². Average wire per cell in the routed design landed at 16.14 µm.

Count of inserted antenna diode cells landed at 0. Die width landed at 80 µm. The placement stage leaves a total instance area of 1536 µm². Of the synthesized area, sequential elements account for 0%. Number of design rule violations left after detail routing landed at 0.

The final reports fail on setup timing. The core region is 3416 µm². Setup fix buffers added after clock tree synthesis landed at 0.

For this run, the share of the core covered by cells in the final layout is 45.82%. Among logic cells in the layout, the one with the most instances is sky130_fd_sc_hd__dlygate4sd2_1. Dividing total power by cell area gives a power density of 393.6 nW/µm². The share of the core area taken by cells at floorplan is 15.93%. Count of boundary I/O pins landed at 97. Max-slew violation total from the final report landed at 0. The highest clock rate this design can be run at is 908.5 MHz.

Number of optimization iterations in the first detailed-route pass landed at 2. The warning tally printed by Yosys for this design is 0. Leaving out fill and tap cells, the most frequent cells in the layout are 64 x sky130_fd_sc_hd__dlygate4sd2_1, 32 x sky130_fd_sc_hd__mux2_4, 21 x sky130_fd_sc_hd__buf_6. Signed area change from the synthesized netlist to the final layout landed at 187.6%. The share of total power dissipated in the clock network is 0%. Of the total power, the share spent switching nets is 22.45%. Internal power comes to 0.4778 mW. The via count of the first global-routing pass was 811.

The routed design shows a via density per instance of 3.978. In the post-route report, total wirelength is listed as 2.922 mm. The number of warnings reported in the stage logs is 34. In the post-route analysis, the smallest setup slack over all paths is -0.1008 ns. The worst setup path is launched from an input pin. Fraction of power consumed by sequential logic landed at 0%. The transition time recorded at the tightest slew-check pin is 0.09916 ns. The final weighted congestion recorded by global placement is 0.7597. Clock buffer count landed at 0.

Number of antenna-violating nets in the routed design landed at 0. STA puts the critical path data arrival time at 0.90 ns. The worst hold path belongs to the class in -> out.

The layout report lists the combined flip-flop and latch area as 0 µm². Max-cap check violation count landed at 0. For this design, the slowest cell found on the critical path is sky130_fd_sc_hd__mux2_4. The mapped netlist covers 544.3 µm². Measured against its own limit, the worst slew margin works out to 93.39%. Area of the die landed at 6400 µm². Fraction of final layout cells sized beyond drive strength 1 landed at 52.59%. Maximum resistive drop on vdd landed at 0.0001853 V.

After synthesis, the largest area contributor takes up 82.76% of total cell area. Post-synthesis instance total landed at 36.
-- final timing paths --
check	from	to	slack, ns	depth (start not counted)
worst max-delay path	s	y[26]	-0.10	4
worst min-delay path	d0[25]	y[25]	0.79	3
-- power groups by stage --
stage,Sequential [mW],Clock [mW],Combinational (mW)
after CTS,0,0,0.593
after global routing,0,0,0.662
final,0,0,0.616
-- what timing repair did --
| action | CTS | global route |
|---|---|---|
| gates cloned | 3 | 1 |
| hold buffers | 0 | 0 |
| resized | 186 | 6 |
| endpoints found under the setup margin | 32 | 32 |
-- cells in the mapped netlist --
cell                     instances
sky130_fd_sc_hd__mux2_2          2
sky130_fd_sc_hd__buf_6           1
sky130_fd_sc_hd__mux2_4         30
sky130_fd_sc_hd__buf_12          3
-- per-layer routing --
metal	global-route usage [%]	up-vias	part of all wire, %
met5	0	-	0
met3	2.500	2	9.5
met2	13.88	53	49
met1	10.55	323	41
li1	-	342	-
met4	0.7042	0	0.72
-- worst max-delay path: cells and delay by family --
kind                   cells  cell delay [ns]
muxes                      1             0.30
buffers and inverters      3             0.40
-- layout make-up --
| cell class | instances | area (µm²) |
|---|---|---|
| fillers | 335 | 1851 |
| multi-input cells | 32 | 480.5 |
| well taps | 46 | 57.56 |
| repair buffers | 103 | 1027 |
-- kinds of logic after synthesis --
logic type | synth area share (%)
buffers and inverters | 13.10
multiplexers | 86.90
Power is estimated from default activity; no workload was simulated.
